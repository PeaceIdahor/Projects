**design/flow/design.v**
```verilog
module rle_enc (clk, rst, rd_req , recv_ready ,send_ready, in_data , out_data, end_of_stream ,wr_req);
input clk,rst; 				 
input recv_ready,send_ready;		 
input [7:0] in_data;			 
input end_of_stream ;			 
output [23:0] out_data;			 
output rd_req,wr_req;			 
reg rd_reg,wr_reg;			 
reg [22:0] bit_count;			 
reg [3:0] shift_count;			 
reg value_type;				 
reg [7:0] shift_buf;			 
reg [3:0] state; 
reg [3:0] next_state;
reg new_bitstream; 			 
parameter INIT  = 4'b0000,REQUEST_INPUT = 4'b0001,WAIT_INPUT = 4'b0010,COUNT_BITS = 4'b0011,
SHIFT_BITS = 4'b0100,COUNT_DONE = 4'b0101,WAIT_OUTPUT = 4'b0110, RESET_COUNT = 4'b0111, READ_INPUT  = 4'b1000;
always @(state or recv_ready or send_ready or end_of_stream or bit_count or new_bitstream or shift_count) begin
	case(state)
		INIT: begin
			next_state = REQUEST_INPUT;
		end
		REQUEST_INPUT: begin
			if(recv_ready) next_state = WAIT_INPUT;
			else if(end_of_stream  && bit_count) next_state = COUNT_DONE;
			else next_state = REQUEST_INPUT;
		end
		WAIT_INPUT: next_state = READ_INPUT ;
		READ_INPUT : next_state = COUNT_BITS;
		COUNT_BITS: next_state = SHIFT_BITS;
		SHIFT_BITS:
		begin
			if(new_bitstream) next_state = COUNT_DONE;
			else begin
				if(shift_count == 7) next_state = REQUEST_INPUT;
				else next_state = COUNT_BITS;
			end
		end
		COUNT_DONE:
		begin
			if(send_ready) next_state = WAIT_OUTPUT ;
			else next_state = COUNT_DONE;
		end
		WAIT_OUTPUT : next_state = RESET_COUNT ;
		RESET_COUNT : begin
			if(end_of_stream ) next_state = INIT;
			else next_state = COUNT_BITS;
		end
		default: next_state = INIT;
	endcase
end
always @(posedge clk) begin
	if(rst) state <= INIT;
	else state <= next_state;
	case(state)
	INIT: begin
		bit_count <= 23'b0;
		shift_buf <= 8'b0;
		rd_reg <= 1'b0;
		wr_reg <= 1'b0;
		shift_count <= 4'b0;
		new_bitstream <= 1'b1;  
	end
	REQUEST_INPUT: begin
		rd_reg <=1'b1;
		shift_count <=4'b0;
	end
	WAIT_INPUT: begin
		rd_reg <= 0;
	end
	READ_INPUT : begin
		shift_buf <= in_data;
	end
	COUNT_BITS: begin
		if(new_bitstream) begin
			new_bitstream <=1'b0;
			value_type <= shift_buf[0];
			bit_count <= bit_count + 1'b1;
		end
		else begin
			if(shift_buf[0] == value_type) begin
				bit_count <= bit_count + 1'b1;  
			end
			else begin
				new_bitstream <=1'b1;  
			end
		end
	end
	SHIFT_BITS: begin
		if(!new_bitstream) begin
			shift_buf = shift_buf >> 1;  
			shift_count = shift_count + 1'b1;
		end
	end
	COUNT_DONE: begin
		wr_reg <= 1'b1;
	end
	WAIT_OUTPUT : begin
		wr_reg <= 1'b0;
	end
	RESET_COUNT : begin
		bit_count <= 23'b0;
	end
	endcase
end
assign rd_req = rd_reg;
assign wr_req = wr_reg;
assign out_data[23] = value_type;
assign out_data[22:0] = bit_count[22:0];
endmodule
```
**design/flow/config.mk**
```make
export PLATFORM = sky130hd
export DESIGN_NAME = rle_enc
export DESIGN_NICKNAME = rle_enc
export VERILOG_FILES = /design/flow/design.v
export SDC_FILE = /design/flow/constraint.sdc
export NUM_CORES = 4
export LEC_CHECK = 1
export CORE_UTILIZATION = 30
```
**design/flow/constraint.sdc**
```tcl
current_design rle_enc

set clk_period 3.8
set clk_io_pct 0.2

create_clock -name clk0 -period $clk_period [get_ports {clk}]

set non_clock_inputs [all_inputs -no_clocks]
set_input_delay [expr $clk_period * $clk_io_pct] -clock clk0 $non_clock_inputs
set_output_delay [expr $clk_period * $clk_io_pct] -clock clk0 [all_outputs]
```
**design/flow/run.sh**
```bash
#!/bin/bash
# OpenROAD 26Q1-2900-gdf79404cd8, Yosys 0.63+post, stock flow scripts
make -C /OpenROAD-flow-scripts/flow DESIGN_CONFIG=/design/flow/config.mk WORK_HOME=/design/flow/orfs finish
```
==> reports/summary.txt <==
Ys flop type: edfxtp_1
Row Count: 32
Reg with most FFs: bit_count
Worst Setup Start Kind: register
Peak supply drop: 0.1386 mV
Sw Share: 23.58%
Worst hold stages: 2
Clock power share: 29.8%
Total Neg Setup Slack: 0 ps
Hold Crit Endpoint: state[4]
Drt total wl: 4.868 mm
Fin. max-slew vios: 0
Critical Path, Cell by Cell: clkdlybuf4s50_1
Clock Sinks: 48
Kind of critical path: register to output port
R2r startpoint: bit_count[0]
Cts bufs inserted: 5
CTS Root Cell: clkbuf_8
Initial Util: 31.07%
Total track usage: 12.70%
Post-synth EDFFs: 39
Worst min path class: register to register
Max reg flops: 23
Register-to-register setup slack: 1720 ps
Worst EP required: 3040 ps
Mapped Area: 2414 um2
CP max FO: 9
Drt wl/cell: 13.67 um
Lkg Pwr: 0.001015 uW
# Cells Yosys: 221
Max Freq: 469.3 MHz
Netlist cell types: 38
Syn_area_per_cell: 10.92 um2
Post-route ant nets: 0
Cells after synthesis: 221
Synth top cells by count: edfxtp_1, nor2_1, a21oi_1
Die width: 91.70 um
Final Hold Viols: 0
Via/cell ratio: 4.882
Power, Total: 1068 uW
Slew Limit Headroom: 46.11%
CTS tree: yes
Async set-reset flop share out of synthesis: 0%
Arr. time, crit path: 1370 ps
H-tree depth: 2
Via Count: 1738
Gate power share: 10.2%
Clk latency late pin: 300 ps
Simple logic cell fraction of the synthesized area: 21.93%
DRC Markers: 0
Filler Cell Count: 786
Ys Warns: 1
Cell Int Power: 816.0 uW
Post-cts resize count: 0
Detailed placement HPWL: 3.366 mm
Finish-stage setup viols: 0
Initial antenna violation count: 0
Clk_skew: 7.377 ps
First-pass GRT wire length: 8.224 mm
Status: complete, no violations
Die H: 91.70 um
Post-layout util: 38.05%
Sw power: 251.8 uW
Reg clk slew, reported paths: 80 ps
IO buf count: 38
RSZ-0062 raised after global routing: no
Max incr delay on CP: 540 ps
Synth Seq Share: 55.99%
Cell taking the most area after synthesis: edfxtp_1
Clock Path Buffers: 2
Post-CTS Setup Inserts: 0
Hold_buf cts: 0
P per Cell Area: 361.3 nW/um2
Slowest cell on crit path: edfxtp_1
AO/OA Area Share: 10.42%
Area leader share: 48.52%
Largest net degree at the start of global routing: 26
# IOs: 39
OpenROAD warning count: 26
CP Buf/Inv Count: 1
Synth-to-layout area growth: 22.45%
XOR/XNOR share of the synthesized area: 5.443%
Worst path top cell family by delay: flip-flops
Adder-cell share of the synthesized area: 1.555%
Number of DRC markers in iteration 0: 109
Sequential share of power: 60.0%
Most common cell in the netlist: edfxtp_1
R2R cell count: 5
Core area: 7767 um2
Vias in the first global route: 1647
Tmin final: 2131 ps
Max Cap Viol: 0
Comb area: 953.4 um2
Period utilization: 56.07%
Actual slew at the worst max-slew pin: 808.3 ps
Largest regs: bit_count x23, state x9, shift_buf x8
YS chip area: 2414 um2
Worst R2R End: bit_count[22]
Min-Delay Startpoint: state[6]
Layout cell share with drive strength beyond 1: 6.299%
RD Place Congestion: 0.8383
Gr ovfl total: 0
Chip area: 8408 um2
DRT Pass-1 Iters: 4
Post-synthesis mux area share: 0%
Synth area leaders: edfxtp_1, dfxtp_1, nor2_1
Critical Path Sink Type: output port
Number of synthesized register bits: 48
Main logic family: simple AND/OR/NAND/NOR gates
Seq. cell area: 1351 um2
Diode count: 0
==> cell usage in the layout (no fill, tap or decap) <==
cell type	Yosys	routed
edfxtp_1	39	39
clkdlybuf4s50_1	0	38
nor2_1	24	24
a21oi_1	15	14
inv_1	11	11
nand2_1	10	10
dfxtp_1	9	9
nand4_1	8	8
xor2_1	8	8
a22o_1	7	7
xnor2_1	7	7
o31ai_1	7	7
or4_1	7	7
nand3_1	7	7
and2_1	6	6
clkbuf_8	0	6
nor2b_1	5	5
nor4_1	5	5
or3_1	4	4
nor3_1	4	4
o21ai_0	3	3
ha_1	3	3
a211oi_1	2	2
or2_2	2	2
and4_1	2	2
and3_1	2	2
nand4_4	2	2
a21o_1	1	1
nand2b_1	1	1
nor4b_1	1	1
a22oi_1	1	1
o2111ai_1	1	1
a21oi_2	0	1
and4_4	1	1
and3_2	1	1
a31o_2	1	1
clkinvlp_4	0	1
clkbuf_1	8	1
buf_4	2	1
==> worst max path at each step <==
stage                  to    startpoint  cells after the start  slack (ps)
finish        out_data[6]  bit_count[6]                      1        1670
global route  out_data[6]  bit_count[6]                      1        1590
CTS           out_data[6]  bit_count[6]                      1        1650
==> cells by family (layout without fill, tap and decap cells) <==
logic type,Yosys count,in the layout
flops,48,48
xor+xnor,15,15
fa+ha+maj,3,3
compound gates,38,38
simple gates,92,92
buf+inv,25,58
==> layout make-up <==
| cell class | count | area share (%) |
|---|---|---|
| flip-flops and latches | 48 | 45.72 |
| multi-input cells | 148 | 32.26 |
| repair buffers | 39 | 13.12 |
| well taps | 102 | 4.318 |
| clock buffers | 7 | 2.921 |
| inverters | 11 | 1.397 |
| clock inverters | 1 | 0.2540 |
==> metal layers <==
layer,track usage (%),wire length (um)
met1,21.55,2565
met2,18.17,2067
met3,2.025,120
met4,2.344,114
met5,0,0
==> power by group through the flow <==
stage / Combinational (uW) / Sequential, uW / Clock [uW]
4_1_cts: 111 / 641 / 328
5_1_grt: 122 / 647 / 347
6_report: 109 / 641 / 318
==> stage by stage <==
| step | hold slack, ps | std cells | setup slack [ps] | instance area (um2) |
|---|---|---|---|---|
| 2_1_floorplan | 425.5 | 221 | 1450 | 2414 |
| 3_3_place_gp | 436.7 | 348 | 1850 | 2861 |
| 3_5_place_dp | 447.7 | 348 | 1771 | 2861 |
| 4_1_cts | 458.3 | 356 | 1650 | 2955 |
| 5_1_grt | 496.6 | 356 | 1588 | 2955 |
| 6_report | 457.0 | 356 | 1669 | 2955 |
Power and IR drop assume default switching activity.
